$ cat /design/flow/config.mk
export PLATFORM = sky130hd
export DESIGN_NAME = Lab2_4_bit_CLA
export DESIGN_NICKNAME = Lab2_4_bit_CLA
export VERILOG_FILES = /design/flow/design.v
export SDC_FILE = /design/flow/constraint.sdc
export NUM_CORES = 4
export LEC_CHECK = 1
export CORE_AREA = 10 10 70 70
export DIE_AREA = 0 0 80 80
$ cat /design/flow/constraint.sdc
current_design Lab2_4_bit_CLA

set clk_period 5.0
set clk_io_pct 0.2

create_clock -name clk0 -period $clk_period

set non_clock_inputs [all_inputs -no_clocks]
set_input_delay [expr $clk_period * $clk_io_pct] -clock clk0 $non_clock_inputs
set_output_delay [expr $clk_period * $clk_io_pct] -clock clk0 [all_outputs]
$ cat /design/flow/design.v
module Lab2_4_bit_CLA(Sum,Cout,A,B,Cin);
output [3:0] Sum;
output Cout;
input [3:0] A,B;
input Cin;
wire [3:0] P,G,C;
assign P[3]=A[3]^B[3];
assign P[2]=A[2]^B[2];
assign P[1]=A[1]^B[1];
assign P[0]=A[0]^B[0];
assign G[3]=A[3]&B[3];
assign G[2]=A[2]&B[2];
assign G[1]=A[1]&B[1];
assign G[0]=A[0]&B[0];
Lab2_CLG_dataflow m1(C,P,G,Cin);
assign Sum[0]=P[0]^Cin;
assign Sum[1]=P[1]^C[0];
assign Sum[2]=P[2]^C[1];
assign Sum[3]=P[3]^C[2];
assign Cout=C[3];
endmodule
module Lab2_CLG_dataflow(C,P,G,C0);
output [3:0] C;
input [3:0] P,G;
input C0;
assign C[0]=G[0]|(P[0]&C0);
assign C[1]=G[1]|(P[1]&G[0])|(P[1]&P[0]&C0);
assign C[2]=G[2]|(P[2]&G[1])|(P[2]&P[1]&G[0])|(P[2]&P[1]&P[0]&C0);
assign C[3]=G[3]|(P[3]&G[2])|(P[3]&P[2]&G[1])|(P[3]&P[2]&P[1]&G[0])|(P[3]&P[2]&P[1]&P[0]&C0);
endmodule
$ cat /design/flow/run.sh
#!/bin/bash
# OpenROAD 26Q1-2900-gdf79404cd8, Yosys 0.63+post, stock flow scripts
make -C /OpenROAD-flow-scripts/flow DESIGN_CONFIG=/design/flow/config.mk WORK_HOME=/design/flow/orfs finish
==> run notes <==
Notes on the flow outputs.

- The worst setup path is launched from an input port.
- Subtracting the final worst setup slack from the clock period gives 3.76 ns.
- The Yosys warning count is 0.
- The area fraction of the dominant cell type after synthesis is 0.368.
- The number of iterations in the first detailed-routing pass is 3.
- The number of placed cells counting well taps is 80.
- The count of mapped cells out of synthesis is 20.
- The Yosys chip area reads 170 sq um.
- The worst setup path is captured at an output pin.
- The clock buffer instance count of the final layout is 0.
- The combined global-route utilization of all metal layers reads 0.0173.
- The placed instances occupy a cell area of 368 sq um.
- The count of maximum capacitance violations reads 0.
- The highest net fanout along the worst path reads 3.
- Setup repair after global routing left no endpoint under its margin.
- The share of the core area taken by cells at floorplan is 0.0498.
- The count of antenna diodes in the layout is 0.
- The via-per-instance ratio reads 2.19.
- The pre-CTS worst setup slack is 1.27 ns.
- The cell type of the slowest stage on the worst timing path is clkdlybuf4s50_1.
- In this run the static leakage power is 0.156 nW.
- The first global-routing pass estimated 876 um of wire.
- The worst vdd rail ir drop reads 0.0448 mV.
- The final cell count without fillers reads 80.
- The global routing met1 resource utilization is 0.0298.
- The relative area change from synthesis to final layout reads 116%.
- The top-level I/O count is 14.
- The share of the yosys chip area belonging to registers is 0.
- The most repeated library cell on the critical path is clkdlybuf4s50_1.
- The post-route antenna net violation count reads 0.
- The start point of the critical path is A[0].
- The final tally of hold violations is 0.
- Detailed placement finished with a half-perimeter wire length of 519 um.
- The met3 demand-to-capacity share in global routing reads 0.0136.
- Dividing the synthesized area by the synthesized cell count gives 8.51 sq um.
- The height of the die is 80 um.
- The hold path startpoint is B[3].
- The setup path with the least slack is of type in2out.
- The area of the die reads 0.00640 sq mm.
- The count of input and output buffers is 14.
- Of the cells placed in the final design, the portion with a size suffix greater than 1 is 0.0588.
- The multi-input combinational cell area is 155 sq um.
- Across the whole layout, storage elements account for 0 sq um.
- The maximum clock frequency is 266 MHz.
- The script logs the mean routed wire length per placed instance as 6.96 um.
- The final timing report gives a worst setup slack of 1.24 ns.
- The OpenROAD report gives the critical path a required time of 4.00 ns.
- The number of filler instances in the final layout reads 408.
- The cell area power density reads 104 mW/mm^2.
- The normalized max-slew margin reads 0.888.
- The number of antenna violations at the first check in global routing is 0.
- For reference, the critical path is captured by Sum[2].
- The maximum number of pins on one net before global-route repair reads 4.
- The post-synthesis instance area reads 170 sq um.
- According to the floorplan log, the row count is 21.
- After the first detailed-routing iteration, the DRC count stood at 11.
- The run finished with clean final reports.
- The number of sequential cells reads 0.
- The horizontal die dimension reported for this design is 80 um.
- In the finished design, the share of the clock period the worst path needs comes to 0.751.
- The slew at the pin with the worst max-slew slack reads 0.168 ns.
- The count of hold-fix buffers inserted at cts is 0.
- Yosys stat counts 20 cells in the synthesized netlist.
- Per the OpenROAD floorplan log, the area of the core is 0.00342 sq mm.
- The post-route cell area is 368 sq um.
- In the global route stage, met2 resource usage came out at 0.0144.
- The number of max-slew violations in the final report reads 0.
- The library cell occupying the most area in the post-synthesis netlist reads ha_1.
- The wire length recorded after detailed routing is 557 um.
- The tool warning count reads 33.
- The residual DRC count is 0.
- The total vias in the final route reads 175.
- The critical path goes through clkdlybuf4s50_1 > ha_1 > a21o_1 > a21oi_2 > xnor2_1 > clkdlybuf4s50_1.
- The final count of negative-setup-slack endpoints reads 0.
- Counting distinct cell types in the post-synthesis netlist gives 10.
- Gates resized during post-CTS repair numbered 0.
- The total negative slack for setup checks is 0 ns.
- The remaining global-route overflow is 0.
- Post-CTS timing repair inserted 0 buffers for setup.
- The via count of the first global-routing pass reads 184.
- The most congested layer reported by global routing is met1.
- The routability-driven placement congestion ratio reads 0.698.
- The critical path data arrival time reads 2.76 ns.
- The library cell with the highest instance count after synthesis is ha_1.
- Sorting the synthesized cells by how often they occur yields 5 x ha_1, 4 x inv_1, 2 x a21o_1, 2 x a21oi_1, 2 x xnor2_1.
- The final core area utilization is 0.108.
- The worst stage delay on the critical path reads 0.50 ns.
- The kind of path behind the tightest hold check reads in2out.
- Ranked by total cell area, the synthesized netlist is headed by ha_1 37%, fa_1 12%, xnor2_1 10%, a21o_1 8.8%, inv_1 8.8%.
-- cell usage in the layout (no fill, tap or decap) --
master / synthesis / layout
nand2_1: 1 / 1
xnor2_1: 2 / 2
a21oi_2: 1 / 1
ha_1: 5 / 5
a21o_1: 2 / 2
fa_1: 1 / 1
inv_1: 4 / 4
a21oi_1: 2 / 2
xor2_1: 1 / 1
o21ai_2: 1 / 1
clkdlybuf4s50_1: 0 / 14
-- logic make-up after synthesis --
kind of cell / count (synthesis) / synth area share
adders and majority gates: 6 / 0.485
buffers and inverters: 4 / 0.0882
and+or+nand+nor: 1 / 0.0220
xor gates and xnor gates: 3 / 0.154
AOI/OAI and AO/OA: 6 / 0.250
-- worst min-delay path by stage --
stage | cells after the start | slack (ns) | end
after global routing | 4 | 3.16 | Sum[3]
after CTS | 4 | 3.09 | Sum[3]
final | 4 | 3.08 | Sum[3]
-- metrics by stage --
stage,power (mW),hold WS [ns]
2_1_floorplan,0.0139,2.17
3_3_place_gp,0.0382,3.08
3_5_place_dp,0.0389,3.09
4_1_cts,0.0393,3.09
5_1_grt,0.0435,3.16
6_report,0.0384,3.08
-- worst max-delay path: cells and delay by family --
family	cells	cell delay, ns
AND-OR/OR-AND	2	0.32
adder cells (fa/ha/maj)	1	0.33
XOR/XNOR	1	0.13
buffers and inverters	2	0.96
-- power by group --
group          switching [mW]  leakage [nW]  internal (mW)  total, mW
sequential                  0             0              0          0
combinational          0.0124         0.156         0.0261     0.0384
clock                       0             0              0          0
total                  0.0124         0.156         0.0261     0.0384
-- per-layer routing --
| metal | routed length [um] | vias to the layer above |
|---|---|---|
| met2 | 104 | 13 |
| met4 | 0 | 0 |
| met5 | 0 | - |
| met1 | 330 | 67 |
| li1 | - | 95 |
| met3 | 122 | 0 |
-- final cells by class --
| type | instances | area share |
|---|---|---|
| repair buffers | 14 | 0.381 |
| multi-input cells | 16 | 0.422 |
| well taps | 46 | 0.156 |
| inverters | 4 | 0.0408 |
Power figures rest on the tool's default switching activity, not on a simulated workload.
