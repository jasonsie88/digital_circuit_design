[design/flow/design.v]
module Lab2_Excess_3_adder_behavior(Sum,Cout,A,B,Cin);
output[3:0] Sum;
output Cout;
input [3:0] A,B;
input Cin;
reg [4:0] Sum1;
reg [3:0] Sum;
reg Cout;
always@(*)begin
Sum1=A+B+Cin;
Cout=Sum1[4];
if(Cout==1)
begin
Sum1=Sum1+3;
Sum=Sum1[3:0];
end
else if(Cout==0)
begin
Sum1=Sum1-3;
Sum=Sum1[3:0];
end
end
endmodule
[design/flow/run.sh]
#!/bin/bash
# OpenROAD 26Q1-2900-gdf79404cd8, Yosys 0.63+post, stock flow scripts
make -C /OpenROAD-flow-scripts/flow DESIGN_CONFIG=/design/flow/config.mk WORK_HOME=/design/flow/orfs finish
[design/flow/config.mk]
export PLATFORM = sky130hd
export DESIGN_NAME = Lab2_Excess_3_adder_behavior
export DESIGN_NICKNAME = Lab2_Excess_3_adder_behavior
export VERILOG_FILES = /design/flow/design.v
export SDC_FILE = /design/flow/constraint.sdc
export NUM_CORES = 4
export LEC_CHECK = 1
export CORE_AREA = 10 10 70 70
export DIE_AREA = 0 0 80 80
[design/flow/constraint.sdc]
current_design Lab2_Excess_3_adder_behavior

set clk_period 5.6
set clk_io_pct 0.2

create_clock -name clk0 -period $clk_period

set non_clock_inputs [all_inputs -no_clocks]
set_input_delay [expr $clk_period * $clk_io_pct] -clock clk0 $non_clock_inputs
set_output_delay [expr $clk_period * $clk_io_pct] -clock clk0 [all_outputs]
==> results.txt <==
flow finished, numbers: outcome finished, final reports clean, slew margin rel. 81.0%, internal cell power approximately 51 uW, die footprint 6400 sq um, total of buffers placed on input and output ports 14, drt via density between 2 and 3, critical path class input pin to output port, startpoint of the worst setup timing path A[0], P&R area growth vs syn 65.6%, width of the chip roughly 80 um, Final Max Tran Viols 0, average detailed-routed wire length per instance roughly 8 um, count of standard-cell rows 21, endpoint of the most critical setup path Sum[3], sequential cell fraction of total power 0%, Congestion Overflow GR 0, area reported by Yosys stat roughly 310 sq um, setup slack at placement about 180 ps, maximum fanout count along the critical path 4, antenna-violating nets left 0, antenna violations before repair 0, Clock buffer cells 0, final critical-path setup slack roughly 340 ps, number of warning messages in the yosys log 1, share of post-route cells with drive strength above 1 approximately a tenth, Top cell area share between 10% and 20%, most common cell in the netlist sky130_fd_sc_hd__inv_1, Total Neg Setup Slack 0 ps, type of destination of the critical path output port, WP data arrival a little over 4000 ps, final setup fails 0, wire length of the first global-routing pass roughly 1.3 mm, HP Class input pin to output port, vertical extent of the die 80 um, type of origin of the critical path input pin, uppermost signal routing layer after detailed routing met3, I/O pin cnt 14, Worst Tran Pin Value about 280 ps, portion of the post-synthesis area used by sequential elements 0%, number of endpoints with negative hold slack in the final report 0, CTS Hold Buffers Added 0, post-place instance area between 400 and 500 sq um, final worst hold slack approximately 3500 ps, combinational share of power 100.0%, post-synthesis instance area 313 sq um, Avg Inst Size Synth slightly above 9 sq um, time the worst path needs with I/O delays and setup between 5000 and 6000 ps, cell area after layout 518 sq um, Maximum Capacitance Violations 0, amount of wire on met3 after detailed routing roughly 76 um, Period Utilization, post-route 93.9%, Seq Cell Count 0, count of mapped cells out of synthesis 34, VDD IR max around 0.032 mV, leakage around 0.22 nW, Util after Layout approximately 15%, net switching power ~29 uW, Clock Power Share 0%, maximum number of pins on one net before global-route repair 8, RSZ-0062 raised after global routing no, count of tool warnings 32, ant diodes 0, area taken by flip-flops and latches 0 sq um, drt drc 0, overall routing resource usage 2.53%, Top area cell types sky130_fd_sc_hd__fa_1 19%, sky130_fd_sc_hd__ha_1 16%, sky130_fd_sc_hd__xor3_1 7.6%, total half-perimeter wirelength after legalization and detailed placement slightly below 700 um, first-iteration detailed-routing DRC count 7, Core Region between 3000 and 4000 sq um, number of global-route vias before repair ~280, post-synth cell types 20, switching power share of the total ~36%, total power divided by cell area around 150 nW/um^2, Post-Route M1 WL about 350 um, number of cell instances after yosys synthesis 34, data required time at the worst endpoint about 4500 ps, largest area contributor in the synthesized netlist sky130_fd_sc_hd__fa_1, Final Wtd Congestion around 0.78, achievable clock frequency between 0.15 and 0.2 GHz, Detailed Routing Iterations Pass 1 2, starting density of the core a little under a tenth, total number of vias ~270, Detail Route met2 WL between 300 and 400 um, Total Wirelength approximately 750 um, most frequent cells after synthesis 5 x sky130_fd_sc_hd__inv_1, 4 x sky130_fd_sc_hd__ha_1, 3 x sky130_fd_sc_hd__a21o_1, 3 x sky130_fd_sc_hd__fa_1
## power by group through the flow
stage / registers, mW / clock network, mW / logic [mW]
CTS: 0 / 0 / 0.0760
global route: 0 / 0 / 0.0902
finish: 0 / 0 / 0.0797
## area by class of cell
cell class,count,area [sq um]
timing repair buffer,15,148
multi-input combinational,28,294
inverter,5,18.8
fill,401,2900
tap,46,57.6
## how the worst min path moves through the flow
stage,end,slack [ps],from,cells past startpoint
after CTS,Sum[0],3420,Cin,4
after global routing,Sum[0],3530,Cin,4
final,Sum[0],3450,Cin,4
## critical path: stages
cell,delay [ps]
sky130_fd_sc_hd__clkdlybuf4s50_1,480
sky130_fd_sc_hd__fa_1,200
sky130_fd_sc_hd__inv_1,50
sky130_fd_sc_hd__fa_1,410
sky130_fd_sc_hd__or2b_1,270
sky130_fd_sc_hd__nand2b_1,100
sky130_fd_sc_hd__a21o_1,140
sky130_fd_sc_hd__ha_1,260
sky130_fd_sc_hd__a21oi_4,200
sky130_fd_sc_hd__nand3_1,110
sky130_fd_sc_hd__o211ai_2,100
sky130_fd_sc_hd__xor2_1,190
sky130_fd_sc_hd__clkdlybuf4s50_1,500
## stage by stage
stage               std cells  power, mW
floorplan                  34     0.0384
global placement           93     0.0751
detailed placement         93     0.0754
CTS                        93     0.0760
global route               94     0.0902
finish                     94     0.0797
## timing repair
item | in CTS | in global routing
endpoints found under the setup margin | 0 | 1
buffers inserted | 0 | 1
gates resized | 0 | 2
endpoints found under the hold margin | 0 | 0
## cells by family (layout without fill, tap and decap cells)
family	count (synthesis)	count (layout)	share of synthesized area (%)
AND/OR/NAND/NOR	9	9	17.2
AND-OR/OR-AND	8	8	22.0
adder cells (fa/ha/maj)	7	7	35.2
buffers and inverters	6	20	9.60
XOR/XNOR	4	4	16.0
## per-layer routing
layer / vias up / GRT usage [%]
met1: 119 / 3.27
met4: 0 / 0
li1: 145 / -
met5: - / 0
met3: 0 / 0.795
met2: 8 / 4.25
## placed cells by master (no fill, tap or decap), types with 2 or more instances in the layout
cell	instances
sky130_fd_sc_hd__xnor2_1	2
sky130_fd_sc_hd__ha_1	4
sky130_fd_sc_hd__fa_1	3
sky130_fd_sc_hd__clkdlybuf4s50_1	14
sky130_fd_sc_hd__inv_1	5
sky130_fd_sc_hd__nand2b_1	2
sky130_fd_sc_hd__a21o_1	3
No activity file was given, so power comes from the tool's default toggle rates.
