==> ./design.v <==
module Lab2_4_bit_BLS(Diff,Bout,X,Y,Bin);
output [3:0] Diff;
output Bout;
input [3:0] X,Y;
input Bin;
wire [3:0] P,G,B;
assign P[0]=~(X[0]^Y[0]);
assign P[1]=~(X[1]^Y[1]);
assign P[2]=~(X[2]^Y[2]);
assign P[3]=~(X[3]^Y[3]);
assign G[0]=(~X[0])&Y[0];
assign G[1]=(~X[1])&Y[1];
assign G[2]=(~X[2])&Y[2];
assign G[3]=(~X[3])&Y[3];
Lab2_BLG m1(B,P,G,Bin);
assign Diff[0]=(~P[0])^Bin;
assign Diff[1]=(~P[1])^B[0];
assign Diff[2]=(~P[2])^B[1];
assign Diff[3]=(~P[3])^B[2];
assign Bout=B[3];
endmodule
module Lab2_BLG(B,P,G,B0);
output [3:0] B;
input [3:0] P,G;
input B0;
assign B[0]=G[0]|(P[0]&B0);
assign B[1]=G[1]|(P[1]&G[0])|(P[1]&P[0]&B0);
assign B[2]=G[2]|(P[2]&G[1])|(P[2]&P[1]&G[0])|(P[2]&P[1]&P[0]&B0);
assign B[3]=G[3]|(P[3]&G[2])|(P[3]&P[2]&G[1])|(P[3]&P[2]&P[1]&G[0])|(P[3]&P[2]&P[1]&P[0]&B0);
endmodule
==> ./run.sh <==
#!/bin/bash
# OpenROAD 26Q1-2900-gdf79404cd8, Yosys 0.63+post, stock flow scripts
make -C /OpenROAD-flow-scripts/flow DESIGN_CONFIG=/design/flow/config.mk WORK_HOME=/design/flow/orfs finish
==> ./config.mk <==
export PLATFORM = sky130hd
export DESIGN_NAME = Lab2_4_bit_BLS
export DESIGN_NICKNAME = Lab2_4_bit_BLS
export VERILOG_FILES = /design/flow/design.v
export SDC_FILE = /design/flow/constraint.sdc
export NUM_CORES = 4
export LEC_CHECK = 1
export CORE_AREA = 10 10 70 70
export DIE_AREA = 0 0 80 80
==> ./constraint.sdc <==
current_design Lab2_4_bit_BLS

set clk_period 3.8
set clk_io_pct 0.2

create_clock -name clk0 -period $clk_period

set non_clock_inputs [all_inputs -no_clocks]
set_input_delay [expr $clk_period * $clk_io_pct] -clock clk0 $non_clock_inputs
set_output_delay [expr $clk_period * $clk_io_pct] -clock clk0 [all_outputs]
==> summary.txt <==
status - complete, no violations
Pins Over Slew Limit - 0
Layout fillers - 403
ANT cells - 0
drt first pass iters - 2
endpoints failing hold - 0
dpl cells - 82
initial antenna violation count - 0
Max Freq - 295 MHz
Cell Rows - 21
critical path startpoint category - primary input
Post-Syn Instances - 22
post-cts repair resize count - 0
# hold bufs at CTS - 0
drt total wl - 563 um
Unique cell types - 10
WL/cell - 6.87 um
DRT antenna net count - 0
core area - 0.00342 mm2
DRC - 0
MaxCap Viol Count - 0
grt ovf - 0
initial drt markers - 2
Hold Crit Class - primary input to primary output
Worst EP required - 3.04 ns
PD cells - 133 mW/mm2
routed via count - 188
Mean Syn Cell Area - 8.08 um2
Tmin final - 3.39 ns
Ports - 14
Port Buffers - 14
clock buffers - 0
Post-CTS Setup Bufs - 0
total power - 0.0501 mW
sequential share of the synthesized area - 0%
period utilization - 89.2%
Setup Viol. Count Final - 0
Setup Total Neg Slack - 0 ns
vias in the first global route - 203
crit path kind - primary input to primary output
HPWL Detailed - 578 um
synth-to-layout area growth - 111%
Worst slew margin - 84.2%
Vert. Die Dim - 80 um
Static Leakage - 0.168 nW
synth warn - 0
CP Max Fanout - 2
Tot GR Track Use - 1.71%
Yosys Chip Area - 178 um2
Max VDD drop - 0.0000111 V
logic area - 155 um2
final cell count without fillers - 82
storage element area - 0 um2
ys cells - 22
Setup crit end kind - primary output
Via-to-Cell Ratio - 2.29
Worst EP arrival - 2.63 ns
Die X - 80 um
DIE AREA - 0.00640 mm2
first-pass GRT wire length - 897 um
Synth Cell Area - 178 um2
worst slew pin tran - 0.237 ns
Seq cells - 0
setup ws final - 0.412 ns
OpenROAD warning count - 33
RSZ-0062 raised after global routing - false
worst hold stages - 4
layout cells sized above 1 - 5.56%
pre-CTS WS - 0.370 ns
pin count of the biggest net entering global routing - 4
GPL Wtd Cong - 0.644
fp util - 5.20%
final core occ - 11.0%
## worst max-delay path: stages
cell             delay (ns)
clkdlybuf4s50_1        0.50
inv_1                  0.07
ha_1                   0.31
a21o_1                 0.20
a21oi_2                0.15
xor2_1                 0.15
clkdlybuf4s50_1        0.49
## synth_stat cells
| cell | instances | area, um2 |
|---|---|---|
| xor2_1 | 2 | 17.5 |
| a21oi_1 | 2 | 10.0 |
| ha_1 | 5 | 62.6 |
| inv_1 | 6 | 22.5 |
| nand2_1 | 1 | 3.75 |
| fa_1 | 1 | 20.0 |
| a21o_1 | 2 | 15.0 |
| a21oi_2 | 1 | 8.76 |
| o21ai_2 | 1 | 8.76 |
| xnor2_1 | 1 | 8.76 |
## path summary, 6_finish.rpt
path,startpoint,to,slack [ns]
worst max-delay path,X[0],Diff[2],0.41
worst min-delay path,Y[3],Diff[3],2.60
## cell usage in the layout, fill, tap and decap left out, drive strengths merged
cell and n:
xnor2 1, xor2 2, ha 5, clkdlybuf4s50 14, inv 6, a21o 2
o21ai 1, a21oi 3, fa 1, nand2 1
## layer usage
layer / vias to the layer above / GRT usage, % / wire (um)
li1: 99 / - / -
met4: 0 / 0 / 0
met1: 87 / 1.39 / 152
met2: 2 / 4.25 / 410
met3: 0 / 0 / 1
met5: - / 0 / 0
## power breakdown
group	leakage [nW]	switching (mW)	total [mW]	internal, mW
registers	0	0	0	0
logic	0.168	0.0161	0.0501	0.0340
clock network	0	0	0	0
total	0.168	0.0161	0.0501	0.0340
## cell type report
cell class                      instances  share of cell area, %
Timing Repair Buffer                   14                   37.3
Multi-Input combinational cell         16                   41.3
Inverter                                6                   6.00
Tap cell                               46                   15.3
## per-stage QoR
| stage | area (um2) | hold slack, ns |
|---|---|---|
| global placement | 375 | 2.59 |
| detailed placement | 375 | 2.62 |
| CTS | 375 | 2.62 |
| floorplan | 178 | 1.63 |
| global route | 375 | 2.66 |
| finish | 375 | 2.60 |
## kinds of logic after synthesis
| logic type | count (synthesis) | synth area share, % |
|---|---|---|
| AOI/OAI and AO/OA | 6 | 23.9 |
| xor gates and xnor gates | 3 | 14.8 |
| adders and majority gates | 6 | 46.5 |
| buffers and inverters | 6 | 12.7 |
| and+or+nand+nor | 1 | 2.11 |
Power and IR drop assume default switching activity.
